File: flow/config.mk
export PLATFORM = sky130hd
export DESIGN_NAME = monto
export DESIGN_NICKNAME = monto
export VERILOG_FILES = /design/flow/design.v
export SDC_FILE = /design/flow/constraint.sdc
export NUM_CORES = 4
export LEC_CHECK = 1
export CORE_AREA = 10 10 298 298
export DIE_AREA = 0 0 308 308
File: flow/constraint.sdc
current_design monto

set clk_period 6.5
set clk_io_pct 0.2

create_clock -name clk0 -period $clk_period [get_ports {clk}]

set non_clock_inputs [all_inputs -no_clocks]
set_input_delay [expr $clk_period * $clk_io_pct] -clock clk0 $non_clock_inputs
set_output_delay [expr $clk_period * $clk_io_pct] -clock clk0 [all_outputs]
File: flow/design.v
`timescale 1ns / 1ps
module monto(a,b,clk,rst,out,done);
input [254:0]a,b;
input clk,rst;
reg [254:0 ]p= 255'h7FFFFFFFFFFFFFFFFFFFFFFFFFFFFFFFFFFFFFFFFFFFFFFFFFFFFFFFFFFFFFED;
output [254:0]out;
output done;
reg[254:0]u;
integer counter;
wire [254:0]t,t1,t2,t3,u_temp,u_temp2;
reg [254:0] t4;
assign t={255{t4[0]}};
assign t1=t&b;
assign u_temp=u+t1;
assign t2={255{u_temp[0]}};
assign t3=t2&p;
assign u_temp2=u_temp+t3;
assign u_temp3=u_temp2>>1;
assign out=(u>=p)?(u-p):u;
assign done=(counter==255)?1:0;
always @(posedge clk)
begin
if(rst)
begin
u<=0;
counter<=0;
t4<=a;
end
else
begin
u<=u_temp3;
counter=counter+1;
end
end
endmodule
File: flow/run.sh
#!/bin/bash
# OpenROAD 26Q1-2900-gdf79404cd8, Yosys 0.63+post, stock flow scripts
make -C /OpenROAD-flow-scripts/flow DESIGN_CONFIG=/design/flow/config.mk WORK_HOME=/design/flow/orfs finish
==> notes.md <==
Status of the implementation.

- The count of warnings emitted by yosys is 2, for reference.
- The start-to-end type of the worst setup path is reg2out, for reference.
- The boundary pin count is about 770, for reference.
- The chip occupies roughly 0.095 mm².
- The number of clock sinks is 34, for reference.
- After floorplanning, the core was sized to cover 0.0821 mm².
- The launch point of the worst hold path is counter[0], for reference.
- Once layout is complete, the utilization of the core stands at around 5.0%.
- The internal power contribution is 0.000376 W, for reference.
- The clock period minus worst slack is between 3 and 4 ns, for reference.
- The power report attributes to the clock group a share of ~49%.
- Summed over all nets, the half-perimeter wirelength after detailed placement is around 5700 µm.
- The floorplan row count is 105, for reference.
- The DRC violation total left in the routed layout is recorded as 0.
- Yosys mapped the design onto 34 distinct sky130hd cell types.
- The post-synth design cell area is 0.00356 mm², for reference.
- After clock tree synthesis, the repair step resized 0 gates.
- The share of total power consumed by net switching is 21.9%, for reference.
- The final route contains 2099 vias.
- The worst-case hold path end point is counter[0], for reference.
- The startpoint class of the critical path is a register, for reference.
- The part of the power in registers is 44.7%, for reference.
- The worst reg2reg path startpoint is counter[5], for reference.
- According to the floorplan report, the die height is 308 µm.
- The report gives the cell count of the worst hold path as 1.
- In the final report, the number of hold violations comes to 0.
- The residual antenna-violating net count after detailed routing is 0, for reference.
- The layout-stage area growth over the synthesis result is 15.1%, for reference.
- The number of vias per cell is 1.38, for reference.
- The yosys cell count is approximately 440, for reference.
- The worst setup path is captured at a primary output.
- The static leakage is 1.45 nW, for reference.
- The first-pass detailed-route iteration total is 4, for reference.
- Per STA, the highest per-stage delay on the worst path measures ~0.66 ns.
- Setup repair after global routing left no endpoint under its margin.
- Per Yosys stat, the portion of area used by sequential elements is between 10% and 20%.
- Yosys reports a chip area of 0.00356 mm².
- The maximum clock path buffer count is 2, for reference.
- The switching power of the nets is 0.000106 W, for reference.
- The combinational power share is under 10%, for reference.
- The largest net degree at the start of global routing is 37, for reference.
- The clock transition at the registers of the reported paths is approximately 0.050 ns, for reference.
- The global-route congestion overflow total is 0, for reference.
- The number of antenna violations at the first check in global routing was 0.
- Once synthesis finished, the tally of register bits stood at 34.
- Global routing used under 10% of the available tracks across all layers.
- The flow ran to the end, and the final reports show no timing, DRC or antenna violations.
- The worst register-to-register path has a depth of 4.
- The wire length recorded after detailed routing is approximately 7000 µm.
- The via count of the first global-routing pass is ~2600.
- Post-route period utilization is reported as 57.0%.
- In the final run the clock tree shows a worst skew of 0.00473 ns.
- The largest driver fanout on the critical path is 7, for reference.
- The summed negative setup slack over all endpoints is 0 ns, for reference.
- The iteration-0 DRC count of the detailed router is between 70 and 80, for reference.
- The average instance in the mapped netlist occupies between 8 and 9 µm².
- In this run the horizontal extent of the chip is between 300 and 400 µm.
- The synthesized instance count is 444, for reference.
- The final number of setup-violating endpoints is 0, for reference.
- The H-tree depth is 2, for reference.
- The summed area of non-filler cells in the final layout is 0.00410 mm², for reference.
- The first global-routing pass estimated between 10000 and 15000 µm of wire.
- The worst-case hold slack is roughly 0.44 ns, for reference.
- In this run the maximum-capacitance check reported violations numbering 0.
- The worst flop-to-flop path endpoint is counter[31], for reference.
- On the critical path the data arrives at 2.40 ns.
- The number of diodes is 0, for reference.
- In the final routed layout, each cell accounts on average for 4.57 µm.
- The number of buffers created by CTS is 5, for reference.
- Per the placement log, port buffering inserted 6 buffers.
- The root buffer cell is clkbuf_16, for reference.
- Per the final report, max-transition violations number 0.
- The number of inserted filler cells in the final layout is 9662, for reference.
- For flop-to-flop paths, the worst setup slack is 4.59 ns.
- The slowest stage cell on the critical path is clkdlybuf4s50_1, for reference.
- For the worst setup path, the data required time is approximately 5.2 ns.
- The share of cells above drive strength 1 is 3.36%, for reference.
- The highest achievable clock rate is between 200 and 300 MHz, for reference.
- The routability congestion estimate is 0.713, for reference.
- OpenROAD emitted warnings numbering between 500 and 600.
- The maximum VDD drop is slightly above 90 µV, for reference.
- Per the repair_timing log after CTS, setup buffers inserted total 0.
- The clock tree from TritonCTS is yes, for reference.
- The cell area power density is around 120 mW/mm², for reference.
- The cell sequence reported for the critical path is ha_1, and4_1, nand2_1, nor3_1, clkdlybuf4s50_1.
- According to the hold report, the worst path is of the reg2reg type.
- The number of buffers added to fix hold violations after cts is 0, for reference.
- After detailed placement, the total cell area comes to slightly below 0.004 mm².
- The effective utilization at floorplan is roughly 4.3%, for reference.
- At the later pin of the worst-skew pair, clock insertion delay measures approximately 0.28 ns.
power groups by stage:
| stage | logic [W] | registers [W] | clock network, W |
|---|---|---|---|
| after CTS | 0.0000351 | 0.000215 | 0.000239 |
| after global routing | 0.0000438 | 0.000216 | 0.000249 |
| final | 0.0000312 | 0.000216 | 0.000235 |
synth_stat cells (all sizes together):
master	number	share of area, %
conb	1	0.11
or3	4	0.70
clkbuf	7	0.77
o21ba	1	0.28
nor4	7	1.4
dfxtp	33	19
nand2	14	1.5
mux2	2	0.63
and3	5	0.91
ha	2	0.70
nor3	3	0.42
or4	12	2.5
inv	4	0.42
edfxtp	1	0.84
and2	3	0.53
xor2	11	2.7
a21oi	15	2.1
nor2b	2	0.35
o21ai	4	0.56
o21a	1	0.21
and4	4	1.1
buf	258	54
o31ai	11	2.3
nand4	12	2.5
nand3	7	0.98
xnor2	3	0.74
nor2	17	1.8
layer usage:
metal  GRT usage [%]  routed length, µm  up-vias
met5               0                  0        -
met3           0.908               1190        5
met2            1.38               1810      268
met4           0.237                148        0
li1                -                  -      957
met1            1.78               3780      869
state kept, by name, indices dropped and copies added, names as in the netlist:
signal / flops
u: 1
t4: 1
counter: 32
kinds of logic after synthesis:
family | synth area share [%]
AND-OR/OR-AND | 5.48
XOR/XNOR | 3.44
adder cells (fa/ha/maj) | 0.702
buffers and inverters | 55.6
flip-flops | 19.4
multiplexers | 0.632
other | 0.105
AND/OR/NAND/NOR | 14.7
worst max-delay path by stage:
stage	endpoint	start	cells after the start
4_1_cts	done	counter[0]	5
5_1_grt	done	counter[0]	5
6_report	done	counter[0]	5
cell usage in the layout (no fill, tap or decap), drive strengths merged, types with 5 or more instances in the layout:
master / synthesis / layout
a21oi: 15 / 15
and3: 5 / 5
clkbuf: 7 / 7
clkdlybuf4s50: 0 / 6
conb: 1 / 254
dfxtp: 33 / 33
nand2: 14 / 14
nand3: 7 / 7
nand4: 12 / 12
nor2: 17 / 17
nor4: 7 / 7
o31ai: 11 / 11
or4: 12 / 12
xor2: 11 / 11
worst max-delay path, delay by kind of cell (launching register included):
family	cells	cell delay, ns
AND/OR/NAND/NOR	3	0.88
flip-flops	1	0.34
buffers and inverters	1	0.66
adder cells (fa/ha/maj)	1	0.24
metrics by stage:
step | std cells | power (W) | setup slack, ns
floorplan | 697 | 0.000343 | 4.09
global placement | 1509 | 0.000256 | 2.98
detailed placement | 1509 | 0.000254 | 2.96
CTS | 1517 | 0.000490 | 2.64
global route | 1517 | 0.000509 | 2.48
finish | 1517 | 0.000482 | 2.80
cell type report:
| type | instances | area, µm² | area share [%] |
|---|---|---|---|
| Clock buffer | 7 | 143 | 3.48 |
| Clock inverter | 1 | 5.00 | 0.122 |
| Inverter | 4 | 15.0 | 0.366 |
| Multi-Input combinational cell | 394 | 1840 | 44.9 |
| Sequential cell | 34 | 691 | 16.8 |
| Tap cell | 1070 | 1340 | 32.6 |
| Timing Repair Buffer | 7 | 67.6 | 1.65 |
No activity file was given, so power comes from the tool's default toggle rates.
